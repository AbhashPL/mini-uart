## ./design.v

```verilog
`timescale 1ns / 1ps
module uart_rx #
(
	parameter CLK_CYCLES = 100_000_000,
	parameter BAUD_RATE = 19200,
	parameter DATA_WIDTH = 8,
	parameter NUM_SAMPLES = 8  
)(
	input wire clk_i,
	input wire rx_i,
	output wire is_receiving_o,
	output wire is_rx_data_valid_o,
	output wire recv_err_o,
	output wire [DATA_WIDTH-1:0] rx_data_o
);
function integer log2(input integer M);
    integer i;
begin
    log2 = 1;
    for (i = 0; 2**i <= M; i = i + 1)
        log2 = i + 1;
end
endfunction
localparam one_baud_cycles = CLK_CYCLES/BAUD_RATE - 1;
localparam one_sample_cycles = one_baud_cycles/NUM_SAMPLES - 1;
localparam [2:0] START_BIT = 3'd0,
					  RECV_DATA_START = 3'd1,
					  RECV_DATA_SAMPLE = 3'd2,
					  RECV_DATA_SAMPLE_FINISH = 3'd3,
					  STOP_BIT = 3'd4,
					  RECV_ERR = 3'd5;
reg [DATA_WIDTH-1:0] rx_data_reg = 0;
reg [(log2(one_baud_cycles)+1):0] rx_timer = 0;
reg [2:0] rx_state = START_BIT;
reg recv_err;
reg [2:0] rx_count_ones;  
reg is_receiving_reg = 0;
reg recv_err_reg = 0;
reg rx_data_valid_reg = 0;
reg [2:0] actual_num_samples = 3'd0;
reg [3:0] num_data_bits = 4'd0;
assign recv_err_o = recv_err_reg;
assign is_receiving_o = is_receiving_reg;
assign is_rx_data_valid_o = rx_data_valid_reg;
assign rx_data_o = rx_data_reg;
always @(posedge clk_i) begin
	if (rx_timer) begin
		rx_timer <= rx_timer - 1'd1; 
	end
	case (rx_state)
		START_BIT:
			begin
				num_data_bits <= 4'd8;
				if (!rx_i) begin
					rx_timer <= one_baud_cycles/2;
					rx_state <= RECV_DATA_START;
					is_receiving_reg <= 1'b1;
				end else begin
					rx_state <= START_BIT;
					is_receiving_reg <= 1'b0;
					rx_data_valid_reg <= 1'b0;
					rx_timer <= 0;
				end
			end
		RECV_DATA_START:
			begin
				if (!rx_timer) begin
					if (!rx_i) begin
						rx_timer <= one_baud_cycles/2 + 3*one_sample_cycles;
						rx_state <= RECV_DATA_SAMPLE;
						actual_num_samples <= 3'd5;
						rx_count_ones <= 0;
					end else begin
						rx_state <= RECV_ERR;
					end
				end
			end
		RECV_DATA_SAMPLE:
			begin
				if (!rx_timer) begin
					actual_num_samples <= actual_num_samples - 1'd1;
					if (rx_i) begin
						rx_count_ones <= rx_count_ones + 1'd1;
					end
					rx_timer <= actual_num_samples ? one_sample_cycles : 1'd0;
					rx_state <= actual_num_samples ? RECV_DATA_SAMPLE : RECV_DATA_SAMPLE_FINISH;
				end
			end
		RECV_DATA_SAMPLE_FINISH:
			begin
				if (!rx_timer) begin
					rx_data_reg <= {((rx_count_ones > 2'd3)? 1'd1 : 1'd0), rx_data_reg[7:1]};
					num_data_bits <= num_data_bits - 1'd1;
					if (num_data_bits > 1) begin
						rx_state <= RECV_DATA_SAMPLE;
						rx_timer <= one_sample_cycles * 3;
						actual_num_samples <= 3'd5;
						rx_count_ones <= 1'd0;
					end else begin
						rx_timer <= one_baud_cycles/2;
						rx_state <= STOP_BIT;
						actual_num_samples <= 3'd0;
						rx_count_ones <= 1'd0;
					end
				end
			end
		STOP_BIT:
			begin
				if (!rx_timer) begin
					if (rx_i) begin
						rx_state <= START_BIT;
						rx_data_valid_reg <= 1'd1;
					end else begin
						rx_state <= RECV_ERR;
						rx_data_valid_reg <= 1'd0;
					end
				end
			end
		RECV_ERR:
			begin
				is_receiving_reg <= 1'b0;
				recv_err_reg <= 1'b1;
			end
	endcase
end
endmodule
`timescale 1ns / 1ps
module uart_top(
	input CLK_100MHz,
	input RX,
	output TX
);
localparam twenty_ns = 1;
reg transmit = 1'b0;
reg [2:0] local_timer = 1'd0;
reg [7:0] tx_data = 8'd109;  
wire recv_err;
wire tx_err;
wire is_receiving;
wire is_transmitting;
wire is_rx_data_valid;
wire [7:0] rx_data;
uart_tx my_uart_tx(
	.clk_i(CLK_100MHz),
	.tx_byte_i(tx_data),
	.transmit_i(transmit),
	.tx_o(TX),
	.tx_err_o(tx_err),
	.is_transmitting_o(is_transmitting)
);
uart_rx #(
	.CLK_CYCLES(100_000_000),
	.BAUD_RATE(19200),
	.DATA_WIDTH(8),
	.NUM_SAMPLES(8)  
) my_uart_rx(
	.clk_i(CLK_100MHz),
	.rx_i(RX),
	.is_receiving_o(is_receiving),
	.recv_err_o(recv_err_tb),
	.is_rx_data_valid_o(is_rx_data_valid),
	.rx_data_o(rx_data)
);
always @(posedge CLK_100MHz) begin
	if (local_timer) begin
		local_timer <= local_timer - 1'b1;
	end
	if (is_rx_data_valid && !is_transmitting) begin
		tx_data <= rx_data;
		transmit <= 1'b1;  
		local_timer <= twenty_ns;
	end else begin
		if (!local_timer) begin
			transmit <= 1'b0;
			local_timer <= 1'd0;
		end
	end
end
endmodule
`timescale 1ns / 1ps
module uart_tx #(
	CLK_CYCLES = 100_000_000,
	BAUD_RATE  = 19200
)
(
	input clk_i,
	input [7:0] tx_byte_i,
	input transmit_i,
	output tx_o,
	output tx_err_o,
	output is_transmitting_o
);
function integer log2(input integer M);
    integer i;
begin
    log2 = 1;
    for (i = 0; 2**i <= M; i = i + 1)
        log2 = i + 1;
end
endfunction
localparam one_baud_cycles = (CLK_CYCLES / BAUD_RATE) - 1;
localparam [2:0] 
	TX_IDLE  = 3'd0,
	TX_SENDING = 3'd1,
	TX_STOP	= 3'd2,
	TX_ERR  = 3'd3;
reg tx_reg;
reg tx_err_reg;
reg is_transmitting_reg;
reg [7:0] tx_send_byte;
reg [log2(one_baud_cycles):0] tx_timer = 1'd0;
reg [2:0] tx_state = TX_IDLE;
reg [3:0] tx_bits_remaining;
assign tx_o = tx_reg;
assign tx_err_o = tx_err_reg;
assign is_transmitting_o = is_transmitting_reg;
always @(posedge clk_i) begin
	if (tx_timer) begin
		tx_timer <= tx_timer - 1'd1;
	end
	case (tx_state)
		TX_IDLE:
				if (transmit_i) begin
					tx_timer <= one_baud_cycles;
					tx_reg <= 0;  
					tx_state <= TX_SENDING;
					tx_send_byte <= tx_byte_i;
					tx_bits_remaining <= 4'd7;
					tx_err_reg <= 1'b0;
					is_transmitting_reg <= 1'b1;
				end else begin
					tx_timer <= 0;
					tx_reg <= 1'b1;
					tx_state <= TX_IDLE;
					tx_send_byte <= 8'd0;
					tx_bits_remaining <= 4'd0;
					tx_err_reg <= 1'b0;
					is_transmitting_reg <= 1'b0;
				end
		TX_SENDING:
			if (!tx_timer) begin
				tx_reg <= tx_send_byte[0];
				tx_bits_remaining <= tx_bits_remaining - 1'd1;
				tx_send_byte <= {1'd0,tx_send_byte[7:1]};
				tx_timer <= one_baud_cycles;
				tx_state <= (tx_bits_remaining) ? TX_SENDING : TX_STOP;
			end else begin
				tx_state <= TX_SENDING;
			end
		TX_STOP:
			if (!tx_timer) begin
				if (transmit_i) begin
					tx_state <= TX_ERR;
				end else begin
					tx_timer <= one_baud_cycles;
					tx_reg <= 1'b1;
					tx_state <= TX_IDLE;
				end
			end else begin
				tx_state <= TX_STOP;
			end
		TX_ERR:
			tx_err_reg <= 1'b1;
	endcase	
end
endmodule
```

## ./run.sh

```bash
#!/bin/bash
# OpenROAD 26Q1-2900-gdf79404cd8, Yosys 0.63+post, stock flow scripts
make -C /OpenROAD-flow-scripts/flow DESIGN_CONFIG=/design/flow/config.mk WORK_HOME=/design/flow/orfs finish
```

## ./config.mk

```make
export PLATFORM = sky130hd
export DESIGN_NAME = uart_top
export DESIGN_NICKNAME = uart_top
export VERILOG_FILES = /design/flow/design.v
export SDC_FILE = /design/flow/constraint.sdc
export NUM_CORES = 4
export LEC_CHECK = 1
export CORE_UTILIZATION = 40
```

## ./constraint.sdc

```tcl
current_design uart_top

set clk_period 6.9
set clk_io_pct 0.2

create_clock -name clk0 -period $clk_period [get_ports {CLK_100MHz}]

set non_clock_inputs [all_inputs -no_clocks]
set_input_delay [expr $clk_period * $clk_io_pct] -clock clk0 $non_clock_inputs
set_output_delay [expr $clk_period * $clk_io_pct] -clock clk0 [all_outputs]
```

==> flow_summary.ini <==
; yosys + openroad results
[setup_path]
start_kind = flip-flop
cp_max_fo = 16
crit_path_end_kind = flip-flop
cpMostUsedCell = inv_1
cp_top_family = simple AND/OR/NAND/NOR gates
crit_required_ns = 7.10
cp_slowest_cell = and4_1
crit_arrival_ns = 3.21
path_class = flip-flop to flip-flop
crit_buf_inv = 2
worstPathCellList = inv_1, ha_1, nor4b_1, and4_1, inv_1, a21o_1, a21oi_1, nor2_1
slowest_delay_ns = 0.65

[power_and_ir_drop]
p_leak_nw = 1.613
powerDensity_nw_per_um2 = 267.6
vdd_drop_max_v = 0.0001786

[finish]
final_core_utilization_pct = 45.09
final_layout_size_suffix_gt1_share_pct = 6.747
synthToLayoutAreaGrowth_pct = 7.793
fin_cells = 548
finalInstanceArea_um2 = 4448
top_register = my_uart_rx.rx_timer
largest_reg_flops = 15
largest_registers = my_uart_rx.rx_timer x15, my_uart_tx.tx_timer x14

[sta]
tightestPinTransition_ns = 0.7114
report.final.slew_viol_count = 0
period_used_pct = 43.57
setup_tns_ns = 0
finalHoldViolCount = 0
maxSlewHeadroom_pct = 52.48
rsz0062_at_grt = no
fmax_mhz = 332.6
setup_violations = 0
period_needed_ns = 3.006
fin_worst_skew_ns = 0.01568

[detailed_routing]
vias = 2867
diodes = 0
antenna_left = 0
wl_per_cell_um = 13.83
drt-total-wl_um = 7579
drt_iter0_drc = 104
drc = 0
firstDrtPassIters = 4
viasPerCell = 5.232

[floorplan]
die.size.y_um = 103.6
row_count = 36
dieArea_um2 = 10730
ioPinCount = 3
core_area_um2 = 9864
fp_util_pct = 41.83
die_w_um = 103.6

[yosys]
postSynthSeqShare_pct = 49.48
synthDistinctLibCells = 58
largest_area_cell = edfxtp_1
yosys_area_um2 = 4126
syn-cell-area_um2 = 4126
syn_avg_cell_area_um2 = 9.872
synth.most_common_cell = edfxtp_1
syn-instance-count = 418
topCellsByArea = edfxtp_1, dfxtp_1, ha_1
ff_type = edfxtp_1
ys_cells = 418
ys.warnings.count = 4
top_area_share_pct = 33.47
ys_seq_elements = 79
yosys-top-cells-count = edfxtp_1, nor2_1, dfxtp_1
ys_async_sr_fraction_pct = 0
edf_count = 46

[clock_tree]
cts_sinks = 79
clk_pin_slew_ns = 0.09
clockRootBuffer = clkbuf_8
post_cts_buffers = 0
cts_tree = built
cts_buffer_depth = 2
worstSkewPairLatency_ns = 0.34
cts_resized = 0
ctsHoldBuffers = 0
cts_max_level = 3
cts_made_buffers = 9

[grt]
antenna_found_initial = 0
grt_pass1_wl_um = 13130
grt_usage_pct = 15.49
grt_pass1_vias = 2753
grt_overflow = 0
grt_max_degree = 24

[placed_design]
portBuffers = 2
dpl-instance-area_um2 = 4233
place_congestion = 0.8913
place_inst = 532
hpwlAfterDp_um = 5193

[run]
tool_warnings = 33
maxCapViolations = 0

[min_path]
hold_path_class = flip-flop to flip-flop

[outcome]
outcome = finished clean
[routing by layer]
| layer | track usage, % | routed length [µm] |
|---|---|---|
| met1 | 23.81 | 3797 |
| met2 | 24.78 | 3505 |
| met3 | 3.141 | 208 |
| met4 | 1.242 | 68 |
| met5 | 0 | 0 |
[worst reg2reg max path: stages (launching register included)]
cell     delay (ns)
dfxtp_1        0.34
inv_1          0.08
ha_1           0.23
nor4b_1        0.40
and4_1         0.65
inv_1          0.27
a21o_1         0.26
a21oi_1        0.53
nor2_1         0.12
[logic make-up after synthesis]
kind of cell / count (synthesis) / synth area share (%)
AND/OR/NAND/NOR: 143 / 18.47
adder cells (fa/ha/maj): 20 / 6.004
buffers and inverters: 51 / 4.912
XOR/XNOR: 21 / 4.457
multiplexers: 7 / 1.759
flip-flops: 79 / 49.48
AND-OR/OR-AND: 97 / 14.92
[power by group]
part	switching, mW	internal (mW)	total (mW)
registers	0.0495	0.549	0.598
logic	0.134	0.0895	0.223
clock network	0.164	0.205	0.369
total	0.347	0.843	1.19
[worst paths after layout]
kind	startpoint	end	slack [ns]	cells after the start
setup / recovery	my_uart_tx.tx_timer[1]	my_uart_tx.tx_timer[8]	3.89	8
hold reg to reg	my_uart_rx.rx_data_reg[0]	tx_data[0]	0.41	0
hold / removal	my_uart_rx.rx_data_reg[0]	tx_data[0]	0.41	0
setup reg to reg	my_uart_tx.tx_timer[1]	my_uart_tx.tx_timer[8]	3.89	8
[per-stage QoR]
stage | hold WS [ns] | setup slack, ns | power, mW
6_report | 0.4137 | 3.894 | 1.190
5_1_grt | 0.4415 | 3.644 | 1.265
4_1_cts | 0.4150 | 3.913 | 1.205
3_5_place_dp | 0.4045 | 3.690 | 0.8308
3_3_place_gp | 0.4054 | 3.726 | 0.8291
2_1_floorplan | 0.4003 | 4.252 | 0.7897
[cell usage in the layout (no fill, tap or decap), drive strengths merged, types with 8 or more instances in the layout]
| cell type | n |
|---|---|
| xnor2 | 16 |
| inv | 28 |
| nor4 | 9 |
| clkbuf | 11 |
| nor3 | 20 |
| nand2 | 21 |
| a21oi | 26 |
| a211oi | 8 |
| or3 | 10 |
| nor2 | 42 |
| edfxtp | 46 |
| ha | 19 |
| dfxtp | 33 |
| o21ai | 26 |
[area by class of cell]
cell class,instances,area [µm²]
clock buffers,11,131.4
fillers,928,5416
flip-flops and latches,79,2042
multi-input cells,288,1882
inverters,28,107.6
repair buffers,4,35.03
clock inverters,5,83.83
well taps,133,166.4
Power figures rest on the tool's default switching activity, not on a simulated workload.
